==> /design/flow/config.mk <==
export PLATFORM = sky130hd
export DESIGN_NAME = ALSU
export DESIGN_NICKNAME = ALSU
export VERILOG_FILES = /design/flow/design.v
export SDC_FILE = /design/flow/constraint.sdc
export NUM_CORES = 4
export LEC_CHECK = 1
export CORE_UTILIZATION = 40
==> /design/flow/constraint.sdc <==
current_design ALSU

set clk_period 3.0
set clk_io_pct 0.2

create_clock -name clk0 -period $clk_period [get_ports {clk}]

set non_clock_inputs [all_inputs -no_clocks]
set_input_delay [expr $clk_period * $clk_io_pct] -clock clk0 $non_clock_inputs
set_output_delay [expr $clk_period * $clk_io_pct] -clock clk0 [all_outputs]
==> /design/flow/design.v <==
module ALSU (A,B,OPCODE,CIN,SERIAL_IN,DIRECTION,RED_OP_A,RED_OP_B,BYPASSA,BYPASSB,rst,clk,OUT,LEDS);
input [2:0] A,B,OPCODE;
input RED_OP_A,RED_OP_B,SERIAL_IN,DIRECTION,BYPASSA,BYPASSB,rst,clk,CIN;
 reg [2:0] A_Q,B_Q,OPCODE_Q;
 reg CIN_Q,SERIAL_IN_Q,DIRECTION_Q,RED_OP_A_Q,RED_OP_B_Q,BYPASSA_Q,BYPASSB_Q;
output reg [5:0]OUT;
output reg [15:0]LEDS;
parameter INPUT_PRIORITY="A";
parameter full_adder="ON";
wire invalid_Op_code;
wire invalid_Operaion_2;
wire invalid_Cases;
always @(posedge clk or posedge rst)    
begin
if (rst) begin
		A_Q<=0; B_Q<=0; OPCODE_Q<=0; CIN_Q<=0; SERIAL_IN_Q<=0; DIRECTION_Q<=0; 
		RED_OP_A_Q<=0; RED_OP_B_Q<=0;  BYPASSA_Q<=0; BYPASSB_Q<=0;
	end
	else begin
		A_Q<=A; B_Q<=B; OPCODE_Q<=OPCODE; CIN_Q<=CIN; SERIAL_IN_Q<=SERIAL_IN; DIRECTION_Q<=DIRECTION; 
		RED_OP_A_Q<=RED_OP_A; RED_OP_B_Q<=RED_OP_B;  BYPASSA_Q<=BYPASSA; BYPASSB_Q<=BYPASSB;
	end
end
assign  invalid_Op_code=OPCODE_Q[2]&OPCODE_Q[1];
assign invalid_Operaion_2=(OPCODE_Q[2]|OPCODE[1])&(RED_OP_A|RED_OP_B);
assign invalid_Cases=invalid_Op_code | invalid_Operaion_2;
always @(posedge clk or posedge rst)
 begin
	if (rst) 
        begin
		OUT=0; LEDS=0;
	end
	else if(invalid_Cases==1)
	begin
		OUT=0;
		LEDS=~LEDS;
	end
	else if((INPUT_PRIORITY=="A") &(BYPASSA_Q |BYPASSB_Q ))
	begin
		if(BYPASSA_Q)
		begin OUT=A_Q; LEDS=0; end 
		else if(BYPASSB_Q)
		begin OUT=B_Q; LEDS=0; end
	end
	else if((INPUT_PRIORITY=="B") &(BYPASSA_Q |BYPASSB_Q ))
	begin
		if(BYPASSB_Q)
		begin OUT=B_Q; LEDS=0; end
		else if(BYPASSA_Q)
		begin OUT=A_Q; LEDS=0; end
	end
	else 
	 begin
		case (OPCODE_Q)
		0: 
		begin 
			if(INPUT_PRIORITY=="A")
			 begin
				if(RED_OP_A_Q)
				begin	OUT=&A_Q; LEDS=0;  end
				else if(RED_OP_B_Q)
				begin OUT=&B_Q; LEDS=0;	   end
				else
				begin OUT=A_Q&B_Q;  LEDS=0; end
			end
			if(INPUT_PRIORITY=="B")
			begin 
				if(RED_OP_B_Q)
					begin OUT=&B_Q; LEDS=0;	end
				else if(RED_OP_B_Q)
					begin OUT=&A_Q; LEDS=0;	end
				else 
					begin OUT=A_Q&B_Q; LEDS=0; end
			end
		end
		1: 
		begin	
			if(INPUT_PRIORITY=="A")
			 begin
				if(RED_OP_A_Q)
				begin	OUT=^A_Q; LEDS=0;   end
				else if(RED_OP_B_Q)
				begin 	OUT=^B_Q; LEDS=0;    end
				else
				begin   OUT=A_Q^B_Q;  LEDS=0; end
			end
			if(INPUT_PRIORITY=="B")
			begin 
				if(RED_OP_B_Q)
					begin OUT=^B_Q; LEDS=0; end
				else if(RED_OP_B_Q)
					begin OUT=^A_Q; LEDS=0; end
				else
					begin OUT=A_Q^B_Q; LEDS=0; end
			end
		end
		2:
 		begin
 			if(full_adder=="ON")
 			begin OUT=A_Q+B_Q+CIN_Q; LEDS=0; end
 			else if (full_adder=="OFF")
 			begin OUT=A_Q+B_Q; LEDS=0; end
 		end
 		3:
 		begin
 			 OUT=A_Q*B_Q; LEDS=0;
 		end
 		4:
 		begin
 			if(DIRECTION_Q==1)
 				begin OUT<=OUT<<1; LEDS=0; end
 			else 
 				begin OUT<=OUT>>1; LEDS=0; end
 		end
 		5:
		begin
 			if(DIRECTION_Q==1)
 				begin OUT<={OUT[4:0],OUT[5]}; LEDS=0; end
 			else 
 				begin OUT<={OUT[0],OUT[5:1]}; LEDS=0; end
 		end
		endcase
	end
end
endmodule 
==> /design/flow/run.sh <==
#!/bin/bash
# OpenROAD 26Q1-2900-gdf79404cd8, Yosys 0.63+post, stock flow scripts
make -C /OpenROAD-flow-scripts/flow DESIGN_CONFIG=/design/flow/config.mk WORK_HOME=/design/flow/orfs finish
==> metrics.yaml <==
status:
  status: "complete, no violations"
logic_synthesis:
  top_area_cell: "dfrtp_1"
  common_cells: "37 x dfrtp_1, 21 x nor2_1, 12 x ha_1, 9 x a21oi_1"
  ys_warn_count: 1
  topCellsByArea: "dfrtp_1 52%, ha_1 8.4%, nor2_1 4.4%"
  async_flop_share_pct: 100.0
  numSynthFlops: 37
  ys_cells: 159
  synth_cell_types: 38
  syn_area_mm2: 0.001793
  ys_seq_share_pct: 51.64
  edf_count: 0
  postSynthCellCount: 159
  most_common_cell: "dfrtp_1"
  yosys-stat-area_mm2: 0.001793
  flop_cell: "dfrtp_1"
  yosysTopAreaCellShare_pct: 51.64
  syn_avg_cell_area_um2: 11.28
clocking:
  post_cts_buffers: 0
  cts_tree: "built"
  cts_buffers: 5
  root_buffer: "clkbuf_8"
  cts_sinks: 37
  cts-resized-gates: 0
  insertion_delay_ns: 0.28
  postCtsHoldBufs: 0
  ctsLongestPathBuffers: 2
  htreeDepth: 2
  clkTransAtPathRegs_ns: 0.07
place:
  dp.final_hpwl_mm: 2.593
  gp_congestion: 0.8871
  portBuffers: 38
final_timing:
  maxSlewViolCount: 0
  finalHoldWorstSlack_ns: 0.4262
  hold_viol: 0
  grt_setup_unrepaired: "no"
  setup_viol: 0
  tightestPinTransition_ns: 0.4416
  skew_ns: 0.006138
  max_freq_mhz: 415.1
  period_minus_slack_ns: 2.409
  finalSetupTns_ns: 0
  slew_headroom_pct: 70.56
  period_used_pct: 80.29
power_and_ir_drop:
  finalPower_mw: 1.203
  leakagePower_nw: 1.043
  power_density_mw_per_mm2: 514.5
  peakVddDrop_uv: 336.2
route:
  routed_wl_mm: 3.389
  drc: 0
  antenna_cells: 0
  vias: 1284
  drt_iter0_markers: 30
  via_per_inst: 5.116
  ant_nets: 0
  firstDrtPassIters: 4
  wire_per_inst_um: 13.50
layout:
  fin_util_pct: 56.43
  area.growth.synth_to_final_pct: 30.43
  final_layout_size_suffix_gt1_share_pct: 6.468
  regArea_um2: 925.9
  n_fill_cell: 361
  logic_area_um2: 827.0
critical_path:
  cp_max_fo: 7
  critical_path_class: "reg2reg"
  slowest_stage: "fa_1"
  worst_setup_path_start_kind: "flop"
  worst-endpoint-required_ns: 3.23
  cp_common_cell: "ha_1"
  cp.arrival_ns: 2.64
  cp_slowest_stage_delay_ns: 0.49
  cp_cell_sequence: "ha_1 > xnor2_1 > ha_1 > ha_1 > fa_1 > nor2b_1 > o32ai_1 > and2_1"
  endpoint_kind: "flop"
global_routing:
  met3_usage_pct: 3.333
  overflow: 0
  grt_max_degree: 38
  grt-busiest-layer: "met1"
  antenna_found_initial: 0
  use_met2_pct: 26.58
  grtUsageMet1_pct: 27.18
  first_global_vias: 1302
  grt_usage_pct: 17.27
  grt_pass1_wl_mm: 5.899
run:
  warning_count: 27
  drv_cap: 0
die:
  dieArea_mm2: 0.004754
  fp-utilization_pct: 43.27
  fp.coreArea_mm2: 0.004144
  row_count: 23
  ioPinCount: 40
  die-height_um: 68.95
  die_w_um: 68.95
min_path:
  holdCritPathClass: "reg2reg"
## cell families (layout without fill, tap and decap cells)
| family | Yosys count | in the layout | share of synthesized area [%] |
|---|---|---|---|
| buf+inv | 9 | 51 | 2.651 |
| fa+ha+maj | 15 | 15 | 11.72 |
| flops | 37 | 37 | 51.64 |
| simple gates | 56 | 56 | 16.75 |
| compound gates | 33 | 33 | 12.49 |
| xor+xnor | 4 | 4 | 1.954 |
| mux | 5 | 5 | 2.791 |
## metrics by stage
stage / cells / area [um2] / setup WS [ns]
2_1_floorplan: 159 / 1793 / 0.8303
3_3_place_gp: 243 / 2222 / 0.6091
3_5_place_dp: 243 / 2222 / 0.5845
4_1_cts: 251 / 2338 / 0.5665
5_1_grt: 251 / 2338 / 0.4874
6_report: 251 / 2338 / 0.5912
## final timing paths
kind,startpoint,cells past startpoint,endpoint,slack (ns)
max,A_Q[1]$_DFF_PP0_,8,OUT[3]$_DFFE_PP0P_,0.59
min,LEDS[9]$_DFFE_PP0P_,1,LEDS[9]$_DFFE_PP0P_,0.43
max reg2reg,A_Q[1]$_DFF_PP0_,8,OUT[3]$_DFFE_PP0P_,0.59
min reg2reg,LEDS[9]$_DFFE_PP0P_,1,LEDS[9]$_DFFE_PP0P_,0.43
max in group asynchronous,rst,3,RED_OP_A_Q$_DFF_PP0_,1.97
min in group asynchronous,rst,3,LEDS[5]$_DFFE_PP0P_,0.72
## power by group
group,switching [mW],internal [mW]
Sequential,0.0406,0.540
Combinational,0.0674,0.120
Clock,0.164,0.271
Total,0.272,0.931
## sequential cells by signal (all words and copies together) (netlist names)
signal       count
DIRECTION_Q      1
BYPASSA_Q        1
OUT              6
BYPASSB_Q        1
B_Q              3
RED_OP_B_Q       1
OPCODE_Q         3
CIN_Q            1
A_Q              3
RED_OP_A_Q       1
LEDS            16
## per-layer routing
| metal | routed length (um) | up-vias | share of wire [%] |
|---|---|---|---|
| met5 | 0 | - | 0 |
| met4 | 59 | 0 | 1.7 |
| met3 | 152 | 6 | 4.5 |
| met2 | 1566 | 29 | 46 |
| met1 | 1611 | 612 | 48 |
| li1 | - | 637 | - |
## cell usage in the layout (no fill, tap or decap), types with 4 or more instances in the layout
| cell | Yosys | routed |
|---|---|---|
| clkbuf_8 | 0 | 6 |
| clkdlybuf4s50_1 | 0 | 38 |
| nand2_1 | 8 | 8 |
| a21o_1 | 4 | 4 |
| mux2i_1 | 5 | 5 |
| nor2b_1 | 5 | 5 |
| nor2_1 | 21 | 21 |
| o21ai_0 | 4 | 4 |
| ha_1 | 12 | 12 |
| dfrtp_1 | 37 | 37 |
| a21oi_1 | 9 | 9 |
| xnor2_1 | 4 | 4 |
| and2_1 | 8 | 8 |
## critical path: cells and delay by family (launching register included)
family | cells | cell delay (ns)
XOR/XNOR | 1 | 0.18
AND-OR/OR-AND | 1 | 0.25
AND/OR/NAND/NOR | 2 | 0.22
adder cells (fa/ha/maj) | 4 | 1.25
flip-flops | 1 | 0.47
## area by class of cell
type	count	share of cell area, %
Inverter	3	0.4815
Multi-Input combinational cell	113	35.37
Tap cell	50	2.675
Sequential cell	37	39.59
Timing Repair Buffer	40	16.91
Clock inverter	1	1.284
Clock buffer	7	3.692
Power is estimated from default activity; no workload was simulated.
